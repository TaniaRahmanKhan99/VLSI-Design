--- flow/design.v ---
module cse460_project(clk,a,b,c,opcode,zf,cf,sf);
input [4:1]a,b ;
input [3:1]opcode;
input clk;
reg [2:1]temp; 
reg cartemp; 
reg [3:1]bc; 
output reg [4:1]c;
output reg sf,cf,zf;
parameter v0=3'b000,v1=3'b001,v2=3'b010,v3=3'b011,v4=3'b100,v5=3'b101; 
always @(posedge clk)
 begin
        if (opcode==v0) 
        begin
        bc=v1;
        temp=2'b00;
        cartemp=0;
        end
        if (opcode==v1) 
        begin
         if(bc==v1) 
          begin
           c=4'b0000; 
           sf=0;
           cf=0;
           zf=0;
           c[1]=a[1]^b[1];
           bc=v2;
          end
         else begin
                if(bc==v2) 
                        begin
                           c[2]=a[2]^b[2];
                           bc=v3;
                        end
                else 
                begin
                        if(bc==v3) 
                          begin
                           c[3]=a[3]^b[3];
                           bc=v4;
                          end
                        else
                                begin
                                        if(bc==v4) 
                                          begin
                                           c[4]=a[4]^b[4];
                                           bc=v0; 
                                           if(c==4'b0000) 
                                                zf=1;
                                           if (c[4]==1) 
                                                sf=1;
                                          end
                                end
                end
         end
        end
        if (opcode==v2) 
        begin
         if(bc==v1) 
          begin
           c=4'b0000; 
           sf=0;
           cf=0;
           zf=0;
           temp=a[1]+b[1];
           c[1]=temp[1];
           cartemp=temp[2];
           bc=v2;
          end
         else begin
                if(bc==v2) 
                        begin
                           temp=a[2]+b[2]+cartemp;
                           c[2]=temp[1];
                           cartemp=temp[2];
                           bc=v3;
                        end
                else 
                begin
                        if(bc==v3) 
                          begin
                           temp=a[3]+b[3]+cartemp;
                           c[3]=temp[1];
                           cartemp=temp[2];
                           bc=v4;
                          end
                        else
                                begin
                                        if(bc==v4) 
                                          begin
                                           temp=a[4]+b[4]+cartemp;
                                           c[4]=temp[1];
                                           cartemp=temp[2];
                                           bc=v0;
                                           if(c==4'b0000) 
                                                zf=1;
                                           if (cartemp==1) 
                                            cf=1;
                                           if (c[4]==1) 
                                                sf=1;
                                          end
                                end
                end
         end
        end
        if (opcode==v3) 
        begin
         if(bc==v1) 
          begin
           c=4'b0000; 
           sf=0;
           cf=0;
           zf=0;
           if ((a[1]^b[1])==1) 
                begin
                        c[1]=1'b0;
                end
                else
                 begin
                        c[1]=1'b1;
             end
           bc=v2;
          end
         else begin
                if(bc==v2) 
                        begin
                           if ((a[2]^b[2])==1)
                                begin
                                        c[2]=1'b0;
                                end
                           else
                                 begin
                                        c[2]=1'b1;
                                 end
                           bc=v3;
                        end
                else 
                begin
                        if(bc==v3) 
                          begin
                           if ((a[3]^b[3])==1)    
                                begin
                                        c[3]=1'b0;
                                end
                           else
                                 begin
                                        c[3]=1'b1;
                                 end
                           bc=v4;
                          end
                        else
                                begin
                                        if(bc==v4) 
                                          begin
                                           if ((a[4]^b[4])==1)
                                                begin
                                                        c[4]=1'b0;
                                                end
                                           else
                                                 begin
                                                        c[4]=1'b1;
                                                 end
                                           bc=v0; 
                                           if(c==4'b0000) 
                                                zf=1;
                                           if (c[4]==1) 
                                                sf=1;
                                          end
                                end
                end
         end
        end
        if (opcode==v4) 
        begin
         if(bc==v1) 
          begin
           c=4'b0000; 
           sf=0;
           cf=0;
           zf=0;
           temp=a[1]-b[1];
           c[1]=temp[1];
           cartemp=temp[2];
           bc=v2;
          end
         else begin
                if(bc==v2) 
                        begin
                           temp=a[2]-b[2]-cartemp;
                           c[2]=temp[1];
                           cartemp=temp[2];
                           bc=v3;
                        end
                else 
                begin
                        if(bc==v3) 
                          begin
                           temp=a[3]-b[3]-cartemp;
                           c[3]=temp[1];
                           cartemp=temp[2];
                           bc=v4;
                          end
                        else
                                begin
                                        if(bc==v4) 
                                          begin
                                           temp=a[4]-b[4]-cartemp;
                                           c[4]=temp[1];
                                           cartemp=temp[2];
                                           bc=v0;
                                           if(c==4'b0000) 
                                                zf=1;
                                           if (cartemp==1) 
                                            cf=1;
                                           if (c[4]==1) 
                                                sf=1;
                                          end
                                end
                end
         end
        end
 end
endmodule
--- flow/run.sh ---
#!/bin/bash
# OpenROAD 26Q1-2900-gdf79404cd8, Yosys 0.63+post, stock flow scripts
make -C /OpenROAD-flow-scripts/flow DESIGN_CONFIG=/design/flow/config.mk WORK_HOME=/design/flow/orfs finish
--- flow/config.mk ---
export PLATFORM = sky130hd
export DESIGN_NAME = cse460_project
export DESIGN_NICKNAME = cse460_project
export VERILOG_FILES = /design/flow/design.v
export SDC_FILE = /design/flow/constraint.sdc
export NUM_CORES = 4
export LEC_CHECK = 1
export CORE_AREA = 10 10 106 106
export DIE_AREA = 0 0 116 116
--- flow/constraint.sdc ---
current_design cse460_project

set clk_period 6.6
set clk_io_pct 0.2

create_clock -name clk0 -period $clk_period [get_ports {clk}]

set non_clock_inputs [all_inputs -no_clocks]
set_input_delay [expr $clk_period * $clk_io_pct] -clock clk0 $non_clock_inputs
set_output_delay [expr $clk_period * $clk_io_pct] -clock clk0 [all_outputs]
==> job_summary.md <==
### Metrics collected by this job

| Metric | Value |
|---|---|
| Status | completed |
| Core area | 8850 um2 |
| Row cnt | 34 |
| Vias | 1795 |
| Post-CTS sizing | 0 |
| Clock Sinks | 14 |
| Chip height | approximately 120 um |
| Synthesized area per cell | roughly 7.3 um2 |
| Dominant Register Cell | dfxtp_1 |
| Rel. slew slack | a little under half |
| Global route overflow | 0 |
| Data arrival time of the worst path | slightly below 5 ns |
| Cell Area, Synth | 1670 um2 |
| Setup violators final | 0 |
| YS chip area | about 1700 um2 |
| Leakage | about 0.00073 uW |
| Hold path startpoint | cf |
| Largest net degree at the start of global routing | 27 |
| Share of layout cells above drive strength 1 | 7.56% |
| Area grow syn2layout | 19.4% |
| Die width | 116 um |
| # diodes | 0 |
| Tool warnings | 26 |
| Clock latency on the worst-skew pair | ~0.25 ns |
| IO Count | 19 |
| Max-Cap Viols | 0 |
| Vias/cell | between 5 and 6 |
| Fin. max-slew vios | 0 |
| Critical path peak fanout | 26 |
| Hold Buf Count CTS | 0 |
| Die Area | around 13000 um2 |
| Achievable frequency | 210 MHz |
| Clk root buf | clkbuf_8 |
| Final hold vios | 0 |
| Clock Skews | about 0.0053 ns |
| TNS Setup | 0 ns |
| Critical Path End Type | flip-flop |
| CP Class | in2reg |
| DP Wirelength | ~4 mm |
| CTS tree | built |
| Post-route DRC | 0 |
| Min-Delay Path Class | reg2reg |
| Clock Tree Buf Depth | 2 |
| H-tree Lvls | 1 |
| Initial drt markers | 232 |
| First-pass GRT wire length | 8.43 mm |
| Period Utilization, post-route | just over 70% |
| Ys async rst share | 0% |
| Yosys Instances | 227 |
| Vias in the first global route | 1641 |
| Synth warnings | 1 |
| Critical Path Source | opcode[3] |
| Setup bufs post-CTS | 0 |
| GPL Wtd Cong | around 0.96 |
| CTS Buf Count | 3 |
| Post-synth regs | 14 |
| Critical Path Start Type | primary input |
| Initial antenna violation count | 0 |
| RSZ-0062 raised after global routing | no |
| Worst vdd ir | between 150 and 200 uV |
| Clock slew at reported path FFs | 0.07 ns |
| Total wire length | roughly 5.2 mm |
| Register share after synthesis | 16.8% |
| Minimum clock period | roughly 4.8 ns |
| Pre-Place Util | about a fifth |
| Final ANT Viol Nets | 0 |
| PD cells | between 300 and 400 nW/um2 |
| Post-layout util | about 22% |
| Input/output buffers | 18 |
| Distinct cell type count after synthesis | about 59 |
| Post-Synthesis Cells | about 230 |
| Slew @ Worst Pin | 0.793 ns |
| Gr usage total | 7.68% |
| Req. time, crit path | just under 7 ns |
| Post-synth EDFFs | 0 |
| Routed len/inst | 15.1 um |
| DR pass1 iterations | 4 |
## layer usage
metal | track usage, % | vias to the layer above | wire [um]
met3 | 1.26 | 12 | 305
li1 | - | 859 | -
met1 | 11.1 | 857 | 2470
met4 | 1.92 | 0 | 146
met2 | 11.7 | 67 | 2320
met5 | 0 | - | 0
## critical path, stage by stage
cell and delay (ns):
clkdlybuf4s50_1 0.99, or3_1 0.24, nand2_1 0.12, fa_1 0.36
or3b_1 0.17, a21oi_1 0.06, or4_4 0.53, a21o_1 0.21
fa_1 0.37, nor2_1 0.11, o21bai_1 0.14, a22o_1 0.15
a211oi_1 0.06, a21oi_1 0.12
## area by class of cell
class | instances | area, um2
Multi-Input combinational cell | 190 | 1280
Sequential cell | 14 | 280
Inverter | 9 | 33.8
Clock buffer | 4 | 55.1
Fill cell | 983 | 6860
Tap cell | 108 | 135
Timing Repair Buffer | 21 | 203
## logic make-up after synthesis
group / after synthesis / share of synthesized area [%]
AND-OR/OR-AND: 74 / 29.4
XOR/XNOR: 7 / 3.68
adder cells (fa/ha/maj): 8 / 8.71
buffers and inverters: 23 / 6.23
flip-flops: 14 / 16.8
multiplexers: 1 / 0.601
AND/OR/NAND/NOR: 100 / 34.6
## final timing paths
path             end  slack [ns]  cells past startpoint
max          cartemp        1.85                     14
min reg2reg       cf        0.47                      2
max reg2reg  cartemp        3.45                     13
min               cf        0.47                      2
## report_power, final
| group | switching (uW) | total, uW | internal (uW) |
|---|---|---|---|
| registers | 21.1 | 142 | 121 |
| logic | 263 | 462 | 199 |
| clock network | 34.4 | 87.3 | 53.0 |
## through the flow
stage / cell area (um2) / total power, uW / cells / setup slack [ns] / hold WS (ns)
after CTS: 1990 / 689 / 346 / 1.87 / 0.478
final: 1990 / 691 / 346 / 1.85 / 0.473
after global routing: 1990 / 750 / 346 / 1.57 / 0.498
after detailed placement: 1930 / 600 / 342 / 1.62 / 0.470
after floorplan: 1670 / 460 / 227 / 2.73 / 0.413
after global placement: 1930 / 607 / 342 / 1.67 / 0.457
## cells in the final DEF (no fill, tap or decap), types with 2 or more instances in the layout
master,instances
a211oi_1,4
a21boi_0,3
a21o_1,4
a21oi_1,19
a221oi_1,2
a22o_1,3
a22oi_1,2
a2bb2oi_1,2
a31oi_1,2
and2_1,3
buf_4,3
clkbuf_8,4
clkdlybuf4s50_1,18
dfxtp_1,14
fa_1,6
ha_1,2
inv_1,9
nand2_1,25
nand2b_1,8
nand3_1,6
nand3b_1,2
nor2_1,16
nor2b_1,5
nor3_1,5
nor3b_2,3
nor4_1,3
nor4b_1,2
o21ai_0,15
o21ai_1,2
o21bai_1,2
o41ai_1,2
or2_2,4
or3_1,3
or3b_1,4
or4_1,2
or4b_1,2
xnor2_1,2
xor2_1,5
## cells in the mapped netlist, drive strengths merged, types with 5 or more instances
cell	instances	share of area (%)
nand2	26	6.0
a21oi	19	5.7
o21ai	17	5.1
nor2	16	3.6
dfxtp	14	17
buf	11	3.5
inv	9	2.0
nand2b	8	3.0
fa	6	7.2
nand3	6	1.8
nor2b	5	1.9
nor3	5	1.5
nor3b	5	3.8
or2	5	1.9
xor2	5	2.6
No activity file was given, so power comes from the tool's default toggle rates.
